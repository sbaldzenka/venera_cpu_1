===== design/flow/config.mk =====
export PLATFORM = sky130hd
export DESIGN_NAME = data_memory
export DESIGN_NICKNAME = data_memory
export VERILOG_FILES = /design/flow/design.v
export SDC_FILE = /design/flow/constraint.sdc
export NUM_CORES = 4
export LEC_CHECK = 1
export CORE_UTILIZATION = 40
export SYNTH_HDL_FRONTEND = slang

===== design/flow/constraint.sdc =====
current_design data_memory

set clk_period 11.4
set clk_io_pct 0.2

create_clock -name clk0 -period $clk_period [get_ports {i_clk}]

set non_clock_inputs [all_inputs -no_clocks]
set_input_delay [expr $clk_period * $clk_io_pct] -clock clk0 $non_clock_inputs
set_output_delay [expr $clk_period * $clk_io_pct] -clock clk0 [all_outputs]

===== design/flow/design.v =====
module data_memory
(
    input        i_clk,
    input        i_wr,
    input  [7:0] i_address_wr,
    input  [7:0] i_din,
    input        i_rd,
    input  [7:0] i_address_rd,
    output [7:0] o_dout
);
    reg [7:0] mem [0:255];
    reg [7:0] dout_reg;
    initial begin
        $readmemh("../hdl/periph_modules/data_memory/data_mem.dat", mem);
    end
    always@(posedge i_clk) begin
        if (i_wr) begin
            mem[i_address_wr] <= i_din;
        end
    end
    always@(posedge i_clk) begin
        if (i_rd) begin
            dout_reg <= mem[i_address_rd];
        end
    end
    assign o_dout = dout_reg;
endmodule

===== design/flow/run.sh =====
#!/bin/bash
# OpenROAD 26Q1-2900-gdf79404cd8, Yosys 0.63+post, stock flow scripts
make -C /OpenROAD-flow-scripts/flow DESIGN_CONFIG=/design/flow/config.mk WORK_HOME=/design/flow/orfs finish

==> CHANGELOG.md <==
### Changed

- CTS buffer count: 199
- Critical R2R Capture: o_dout[6]
- # DRC: 0
- Routability cong.: 0.8763
- TNS Setup: 0 ns
- Post-CTS Setup Repair Bufs: 0
- Number of enable flip-flop cells: 2056
- Setup crit end kind: register
- Share of cells above drive strength 1: 22.64%
- Distinct lib cells: 54
- Status: complete, no violations
- Pwr/cell area: 173.0 nW/um^2
- VDD IR-drop max: 0.0001400 V
- MaxCap Viol Count: 0
- Final Non-Filler Cells: 6705
- Commonest Layout Cell: edfxtp_1
- Logic area: 16510 um^2
- Cell Rows: 163
- WP data arrival: 6.57 ns
- Final core occ: 45.37%
- DR WL/cell: 29.03 um
- WL final: 194.7 mm
- Yosys top cell area share: 77.53%
- Die x size: 448.2 um
- Slew Limit Fails: 0
- Peak Freq: 165.2 MHz
- Worst r2r src: mem[83][6]
- Core area: 197600 um^2
- Hold Crit Class: register to register
- Vias: 38007
- Clk pin slew, worst setup/hold paths: 0.06 ns
- Drt first pass iters: 7
- Synthesis area per yosys: 79640 um^2
- Largest net degree at the start of global routing: 125
- Worst hold slack: 1.077 ns
- Seq share, synth: 77.53%
- I/O Buffers: 34
- Asr flop ratio synth: 0%
- Fin crit period: 6.053 ns
- FF+latch area: 61740 um^2
- Post_cts resized: 0
- Seq cells post-synth: 2056
- Layout area overhead: 12.59%
- Clk buf depth: 3
- Number of global-route vias before repair: 41536
- Drt via density: 5.668
- Depth of the most critical reg-to-reg path: 6
- Drt initial violations: 2550
- YS warnings: 0
- Cell type with the largest total area: edfxtp_1
- Root Driver: clkbuf_16
- R2r setup slk: 8.31 ns
- Cells after DPL: 6341
- Chip area: 200900 um^2
- H-tree depth: 4
- Ys flop type: edfxtp_1
- Filler Cells Inserted: 16145
- Floorplan core density: 40.30%
- PnR worst setup slack: 5.347 ns
- Hold Buf Count CTS: 0
- Slew Limit Headroom: 15.24%
- Worst-Margin Slew: 1.262 ns
- Finish-stage setup viols: 0
- Ports: 35
- Final Hold Fails: 0
- Tool Warnings: 29
- Finished Cell Area: 89660 um^2
- RSZ-0062 raised after global routing: false
- Synth Instances: 3733
- Die Y: 448.2 um
- Grt total ovfl: 0
- Setup CP Type: primary input to register
- DPL Wire Length: 117.5 mm
- CP max FO: 91
- Synth top area cells: edfxtp_1 78%, mux4_2 13%, mux2i_1 1.7%, nor2_1 1.3%, a22oi_1 1.3%
- Setup skew after layout: 0.02479 ns
- Worst hold endpoint: o_dout[5]
- Crit path launch type: primary input
- Mapped Area: 79640 um^2
- Hold Crit Start: mem[32][5]
- Gr usage total: 21.78%
- First-pass GRT wire length: 284.5 mm
- Period utilisation layout: 53.10%
- CTS tree: done
- Post-route ant nets: 0
- CP Data Required Time: 11.92 ns
- Syn_area_per_cell: 21.33 um^2
- # clock sinks: 2056
- Clk latency of the worst-skew pair: 0.82 ns
- Most numerous logic cells after layout: 2056 x edfxtp_1, 454 x mux4_2, 279 x nor2_1, 203 x clkbuf_16, 161 x buf_4
- # Cells Yosys: 3733
- Leak: 27.41 nW
- DP Worst Slack: 4.534 ns
- Placed cell area: 83290 um^2
- Antenna violations before repair: 3
- Hold path cells: 6
- Power Total: 15.51 mW
power breakdown:
part	switching (mW)	internal (mW)	total, mW	leakage (nW)
combinational	0.485	0.254	0.739	5.84
sequential	0.0125	8.34	8.35	18.5
clock	2.75	3.67	6.42	3.08
total	3.25	12.3	15.5	27.4
routing by layer:
metal | share of wire, % | global-route usage (%)
met3 | 15 | 14.84
met1 | 34 | 28.47
met4 | 2.3 | 4.155
met5 | 0.17 | 1.130
met2 | 48 | 31.99
Yosys cell counts (3+ instances only):
library cell  instances
edfxtp_1           2056
mux4_2              454
nor2_1              282
mux2i_1             134
a22oi_1             133
clkbuf_1            111
a21oi_1              96
o221ai_1             46
nand3_1              34
nand2_1              33
buf_2                31
nor2b_1              31
o22ai_1              28
buf_4                27
nor4_1               24
buf_1                22
nor3_1               22
buf_6                21
a211oi_1             16
a221oi_1             13
buf_8                13
nand4_1              10
o211ai_1             10
o21ai_0              10
a22o_1                8
buf_12                8
nand2b_1              8
and2_1                6
o22a_1                5
o32ai_1               4
or2_2                 4
nor4_2                3
logic make-up after synthesis:
group	count (synthesis)	synth area share [%]
flops	2056	77.53
mux	591	14.60
simple gates	466	2.625
compound gates	385	3.416
buf+inv	235	1.829
critical path, stage by stage:
cell	delay, ns
buf_8	0.50
buf_12	0.47
buf_12	0.52
buf_4	0.64
mux4_2	0.41
a22oi_1	0.23
a21oi_1	0.14
nor4_1	0.92
nor4_1	0.11
how the worst max path moves through the flow:
stage	from	endpoint	slack (ns)	depth (start not counted)
CTS	i_address_rd[1]	o_dout[5]	5.38	9
global route	i_address_rd[1]	o_dout[5]	5.24	9
finish	i_address_rd[1]	o_dout[5]	5.35	9
cell type report:
class                      instances  area share, %
antenna                            2       0.005582
clock buffer                     251          5.866
clock inverter                   111          1.234
inverter                           2       0.008373
multi-input combinational       1442          18.42
sequential                      2056          68.86
tap                             2640          3.684
timing repair buffer             201          1.928
flip-flops by register name, summed over array words and instances (netlist names):
name,cells
mem,2048
o_dout,8
Power figures rest on the tool's default switching activity, not on a simulated workload.
