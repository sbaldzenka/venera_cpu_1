`run.sh`:
```
#!/bin/bash
# OpenROAD 26Q1-2900-gdf79404cd8, Yosys 0.63+post, stock flow scripts
make -C /OpenROAD-flow-scripts/flow DESIGN_CONFIG=/design/flow/config.mk WORK_HOME=/design/flow/orfs finish
```
`config.mk`:
```
export PLATFORM = sky130hd
export DESIGN_NAME = venera_cpu_1
export DESIGN_NICKNAME = venera_cpu_1
export VERILOG_FILES = /design/flow/design.v
export SDC_FILE = /design/flow/constraint.sdc
export NUM_CORES = 4
export LEC_CHECK = 1
export CORE_UTILIZATION = 50
export SYNTH_HDL_FRONTEND = slang
```
`constraint.sdc`:
```
current_design venera_cpu_1

set clk_period 2.8
set clk_io_pct 0.2

create_clock -name clk0 -period $clk_period [get_ports {i_clk}]

set non_clock_inputs [all_inputs -no_clocks]
set_input_delay [expr $clk_period * $clk_io_pct] -clock clk0 $non_clock_inputs
set_output_delay [expr $clk_period * $clk_io_pct] -clock clk0 [all_outputs]
```
`design.v`:
```
`timescale 1ns/100ps
module accumulator
(
    input  wire       i_clk,
    input  wire       i_reset,
    input  wire       i_alu_valid,
    input  wire [7:0] i_alu_data,
    input  wire       i_mem_valid,
    input  wire [7:0] i_mem_data,
    output wire [7:0] o_dout
);
    reg [7:0] accum;  
    always@(posedge i_clk) begin
        if (i_reset) begin
            accum <= 8'h00;
        end else if (i_alu_valid) begin
            accum <= i_alu_data;
        end else if (i_mem_valid) begin
            accum <= i_mem_data;
        end
    end
    assign o_dout = accum;
endmodule
`timescale 1ns/100ps
module address_counter
(
    input  wire       i_clk,
    input  wire       i_reset,
    input  wire       i_set_valid,
    input  wire [7:0] i_set_value,
    output wire       o_rd,
    output wire [7:0] o_address
);
    reg [1:0] tact;
    reg       tact_flag;
    reg [7:0] program_counter;  
    always@(posedge i_clk) begin
        if (i_reset) begin
            tact <= 2'b00;
        end else begin
            tact <= tact + 1'b1;
        end
        if (tact == 2'b10) begin
            tact_flag <= 1'b1;
        end else begin
            tact_flag <= 1'b0;
        end
    end
    always@(posedge i_clk) begin
        if (i_reset) begin
            program_counter <= 8'h00;
        end else if (i_set_valid) begin
            program_counter <= i_set_value;
        end else if (tact_flag) begin
            program_counter <= program_counter + 1'b1;
        end
    end
    assign o_rd      = tact_flag;
    assign o_address = program_counter;
endmodule
`timescale 1ns/100ps
module alu
(
    input  wire       i_clk,
    input  wire       i_reset,
    input  wire [2:0] i_control,
    input  wire       i_load,
    input  wire [7:0] i_din_a,
    input  wire [7:0] i_din_b,
    output wire       o_valid,
    output wire [7:0] o_dout
);
    reg       valid_ff;
    reg [7:0] result;
    always@(posedge i_clk) begin
        valid_ff <= i_load;
        if (i_reset) begin
            result <= 8'h00;
        end else if (i_load) begin
            case (i_control)
                3'b001:  result <= i_din_a + i_din_b;
                3'b010:  result <= i_din_a - i_din_b;
                default: result <= 8'h00;
            endcase
        end
    end
    assign o_valid = valid_ff;
    assign o_dout  = result;
endmodule
`timescale 1ns/100ps
module controller
(
    input  wire        i_clk,
    input  wire        i_reset,
    input  wire        i_instruction_valid,
    input  wire [15:0] i_instruction,
    output reg         o_valid_set_address_instruction,
    output reg  [ 7:0] o_value_set_address_instruction,
    output reg         o_mem_rd,
    output reg  [ 7:0] o_mem_address_rd,
    input  wire [ 7:0] i_mem_data_rd,
    output reg         o_mem_wr,
    output reg  [ 7:0] o_mem_address_wr,
    output reg  [ 7:0] o_mem_data_wr,
    output reg         o_load_to_accumulator_valid,
    output reg  [ 7:0] o_load_to_accumulator_data,
    output reg  [ 2:0] o_alu_control,
    output reg         o_alu_load,
    output reg  [ 7:0] o_alu_data,
    input  wire [ 7:0] i_current_accum_value
);
parameter [7:0] NOP    = 8'h00;
parameter [7:0] LOAD   = 8'h01;
parameter [7:0] UNLOAD = 8'h02;
parameter [7:0] ADD    = 8'h03;
parameter [7:0] SUB    = 8'h04;
parameter [7:0] JUMP   = 8'h05;
    reg [7:0] opcode;
    reg [7:0] operand;
    parameter [3:0] S_IDLE           = 4'h00;
    parameter [3:0] S_READ_MEM_DATA  = 4'h01;
    parameter [3:0] S_WAIT_READ_DATA = 4'h02;
    reg [3:0] state;
    always@(posedge i_clk) begin
        if (i_instruction_valid) begin
            opcode  <= i_instruction[15:8];
            operand <= i_instruction[ 7:0];
        end else begin
            opcode  <= 8'h00;
            operand <= 8'h00;
        end
    end
    always@(posedge i_clk) begin
        if (i_reset) begin
            state <= S_IDLE;
        end else begin
            case (state)
                S_IDLE: begin
                    if (opcode == LOAD) begin
                        state <= S_READ_MEM_DATA;
                    end
                end
                S_READ_MEM_DATA: begin
                    state <= S_WAIT_READ_DATA;
                end
                S_WAIT_READ_DATA: begin
                    state <= S_IDLE;
                end
            endcase
        end
    end
    always@(posedge i_clk) begin
        if (opcode == JUMP) begin
            o_valid_set_address_instruction <= 1'b1;
            o_value_set_address_instruction <= operand;
        end else begin
            o_valid_set_address_instruction <= 1'b0;
        end
    end
    always@(posedge i_clk) begin
        if (opcode == LOAD) begin
            o_mem_rd         <= 1'b1;
            o_mem_address_rd <= operand;
        end else begin
            o_mem_rd         <= 1'b0;
            o_mem_address_rd <= 8'h00;
        end
    end
    always@(posedge i_clk) begin
        if (state == S_WAIT_READ_DATA) begin
            o_load_to_accumulator_valid <= 1'b1;
            o_load_to_accumulator_data  <= i_mem_data_rd;
        end else begin
            o_load_to_accumulator_valid <= 1'b0;
            o_load_to_accumulator_data  <= 8'h00;
        end
    end
    always@(posedge i_clk) begin
        if (opcode == UNLOAD) begin
            o_mem_wr         <= 1'b1;
            o_mem_address_wr <= operand;
            o_mem_data_wr    <= i_current_accum_value;
        end else begin
            o_mem_wr         <= 1'b0;
            o_mem_address_wr <= 8'h00;
            o_mem_data_wr    <= 8'h00;
        end
    end
    always@(posedge i_clk) begin
        if (opcode == ADD || opcode == SUB) begin
            o_alu_load <= 1'b1;
            o_alu_data <= operand;
        end else begin
            o_alu_load <= 1'b0;
        end
    end
    always@(posedge i_clk) begin
        if (opcode == ADD) begin
            o_alu_control <= 3'b001;
        end else if (opcode == SUB) begin
            o_alu_control <= 3'b010;
        end
    end
endmodule
`timescale 1ns/100ps
module venera_cpu_1
(
    input  wire        i_clk,
    input  wire        i_reset,
    output wire        o_mem_instruction_rd,
    output wire [ 7:0] o_mem_instruction_address,
    input  wire        i_mem_instruction_valid,
    input  wire [15:0] i_mem_instruction_data,
    output wire        o_mem_data_wr,
    output wire [ 7:0] o_mem_data_address_wr,
    output wire [ 7:0] o_mem_data_in,
    output wire        o_mem_data_rd,
    output wire [ 7:0] o_mem_data_address_rd,
    input  wire [ 7:0] i_mem_data_out,
    output wire        o_p_wr_strobe,
    output wire        o_p_rd_strobe,
    output wire [ 7:0] o_p_addr,
    output wire [ 7:0] o_p_dout,
    input  wire [ 7:0] i_p_din,
    input  wire        i_p_rd_done
);
    wire       set_valid;
    wire [7:0] set_value;
    wire       load_to_accumulator_valid;
    wire [7:0] load_to_accumulator_data;
    wire [7:0] accum_dout;
    wire [2:0] alu_control;
    wire       alu_load;
    wire [7:0] alu_data;
    wire       alu_result_valid;
    wire [7:0] alu_result_data;
    address_counter address_counter_inst
    (
        .i_clk       ( i_clk                     ),
        .i_reset     ( i_reset                   ),
        .i_set_valid ( set_valid                 ),
        .i_set_value ( set_value                 ),
        .o_rd        ( o_mem_instruction_rd      ),
        .o_address   ( o_mem_instruction_address )
    );
    controller controller_inst
    (
        .i_clk                           ( i_clk                     ),
        .i_reset                         ( i_reset                   ),
        .i_instruction_valid             ( i_mem_instruction_valid   ),
        .i_instruction                   ( i_mem_instruction_data    ),
        .o_valid_set_address_instruction ( set_valid                 ),
        .o_value_set_address_instruction ( set_value                 ),
        .o_mem_rd                        ( o_mem_data_rd             ),
        .o_mem_address_rd                ( o_mem_data_address_rd     ),
        .i_mem_data_rd                   ( i_mem_data_out            ),
        .o_mem_wr                        ( o_mem_data_wr             ),
        .o_mem_address_wr                ( o_mem_data_address_wr     ),
        .o_mem_data_wr                   ( o_mem_data_in             ),
        .o_load_to_accumulator_valid     ( load_to_accumulator_valid ),
        .o_load_to_accumulator_data      ( load_to_accumulator_data  ),
        .o_alu_control                   ( alu_control               ),
        .o_alu_load                      ( alu_load                  ),
        .o_alu_data                      ( alu_data                  ),
        .i_current_accum_value           ( accum_dout                )
    );
    accumulator accumulator_inst
    (
        .i_clk       ( i_clk                     ),
        .i_reset     ( i_reset                   ),
        .i_alu_valid ( alu_result_valid          ),
        .i_alu_data  ( alu_result_data           ),
        .i_mem_valid ( load_to_accumulator_valid ),
        .i_mem_data  ( load_to_accumulator_data  ),
        .o_dout      ( accum_dout                )
    );
    alu alu_inst
    (
        .i_clk     ( i_clk            ),
        .i_reset   ( i_reset          ),
        .i_control ( alu_control      ),
        .i_load    ( alu_load         ),
        .i_din_a   ( accum_dout       ),
        .i_din_b   ( alu_data         ),
        .o_valid   ( alu_result_valid ),
        .o_dout    ( alu_result_data  )
    );
endmodule
```
==> results.txt <==
Notes on the flow outputs.

- For reference, the clock transition at the flip-flops on the worst setup and hold paths is 0.10 ns.
- The H-tree was split into 3 levels.
- The worst setup path is captured at a flop.
- The worst hold path stage count reads 0.
- Per the detail_route log, met3 wirelength is 287 um.
- For the worst-skew pair, the clock arrives at the later sink with an insertion delay of 0.37 ns.
- The worst max-slew margin expressed relative to the limit is 0.4111.
- The share of flip-flops with an asynchronous set or reset after synthesis is 0.
- The post-CTS setup repair buffer count reads 0.
- The transition at the pin with the smallest max-transition slack reads 0.8797 ns.
- For reference, the top cells by count after synthesis are 86 x dfxtp_1, 48 x and2_1, 41 x nor2_1.
- For this run, the chip area from Yosys synthesis comes to 3810 um2.
- After the first detailed-routing iteration, the DRC count stood at 49.
- The routed layout has 2436 vias.
- The share of the clock period used by the worst path after layout is 0.8358.
- Entering global routing, the biggest net connects 22 pins.
- The number of violations of the max-capacitance limit reads 0.
- The via count of the first global-routing pass is 2213.
- The root buffer cell chosen for the clock tree is clkbuf_8.
- The leading area contributor after synthesis reads dfxtp_1.
- The number of pins exceeding their max-slew limit in the final report reads 0.
- The post-cts gate resize count is 0.
- The iteration tally of the first detailed-router pass is 4.
- The maximum VDD drop is 327.7 uV.
- The power spent charging and discharging nets is 620.5 uW.
- In this run the cell area of the synthesized design comes to 3810 um2.
- The largest stage delay on the critical path reads 0.44 ns.
- The tally of unique sky130hd cells used after synthesis reads 44.
- Total power normalized to cell area comes to 552.6 nW/um2.
- The combinational share of power is 0.049.
- The post-route clock skew is 0.009023 ns.
- The peak clock frequency supported by timing reads 0.4273 GHz.
- The number of antenna violations at the first check in global routing reads 0.
- The top-area cell type share of the netlist area reads 0.4519.
- The area fraction in mux cells reads 0.02397.
- The die covers 7973 um2.
- The data required time of the critical path is 3.08 ns.
- The count of input and output buffers reads 61.
- Per the TritonCTS log, the buffer count is 9.
- The overall die width is 89.29 um.
- The proportion of layout cells with a drive suffix above 1 is 0.05312.
- The final total negative setup slack reads 0 ns.
- The wire length on met2 reads 2.816 mm.
- The leading register cell type out of synthesis is dfxtp_1.
- Dividing the detail-routed via count by the number of cells gives 4.579.
- The weighted congestion at the end of routability-driven global placement is 0.8567.
- In this run, post-CTS hold repair placed 0 buffers.
- The cell with the most instances after synthesis is dfxtp_1.
- The number of synthesized register bits is 102.
- The maximum fanout along the worst path is 3.
- In the setup report, the worst path falls into the class reg -> reg.
- The number of top-level design ports reads 89.
- For reference, the critical path cell chain is inv_1 > ha_1 > mux2_2 > fa_1 > nor2b_1 > o21a_1 > o211ai_1 > and4_1 > o31ai_1.
- The data arrival time of the critical path reads 2.62 ns.
- The share of total power dissipated in the clock network is 0.348.
- The wire length after detailed routing is 6.299 mm.
- The clock tree from TritonCTS reads yes.
- The first global-routing pass estimated 10.18 mm of wire.
- Per the Yosys statistics, synthesis produced 364 cells.
- The share of total power dissipated in sequential elements is 0.603.
- The antenna diode instance count reads 0.
- The switching fraction of total power reads 0.2411.
- The aoi/oai-family share of the synthesized area reads 0.07488.
- The slowest stage of the critical path is the edfxtp_1 cell.
- The number of cells on the worst reg-to-reg path is 9.
- The synthesized-area fraction occupied by and/or/nand/nor cells is 0.1839.
- The warning total across the stage logs reads 35.
- The path category of the worst min-delay check reads reg -> reg.
- The count of warnings emitted by yosys reads 18.
- The layout filler cell count is 584.
- Per the placement report, the placed cell count is 516.
- The main combinational cell family by area after synthesis reads simple AND/OR/NAND/NOR gates.
- The floorplan utilization is 0.5225.
- The routed design shows a wire length per standard cell of 11.84 um.
- The tree built by TritonCTS fans out to 102 sinks.
- The share of synthesized area occupied by flip-flops and latches reads 0.5780.
- For reference, the top cells by area after synthesis are dfxtp_1 45%, edfxtp_1 13%, and2_1 7.9%, nor2_1 4.0%, buf_4 3.5%.
- The leakage power total reads 0.001851 uW.
- The number of rows in the core area reads 31.
- The standard cell core area reads 7292 um2.
- The global routing usage summed across all routing layers reads 0.1757.
- Signal routing reaches up to met4.
- The met1 routed wirelength after detailed routing reads 3.110 mm.
- The last timing report of the flow puts the setup violation total at 0.
- The die height reads 89.29 um.
- Relative to the synthesized area, the layout overhead comes to 22.23%.
- The post-synth count of flops with an enable pin is 16.
- After global routing the overflow that remains totals 0.
- The worst setup path is launched from a flop.
- The number of hold-slack violations in the final timing report reads 0.
- The half-perimeter wire length after detailed placement is 4.535 mm.
- Setup repair after global routing left no endpoint under its margin.
- The run finished with clean final reports.
- The xor and xnor area share after synthesis reads 0.03678.
- The cell-internal power is 1953 uW.
- The number of standard cells after synthesis reads 364.
- The buffer levels on the longest clock path reads 2.
- A synthesized cell averages 10.47 um2.
- The number of nets still failing antenna checks after routing reads 0.
- The script parses the final routing iteration and logs DRC violations as 0.
- The number of cells in the finished layout apart from fillers is 532.
- The post-synthesis share of cell area spent on full adders, half adders and majority gates is 0.03810.
- The clock period minus worst slack reads 2.340 ns.
-- cell families after synthesis --
group | after synthesis
mux | 9
xor+xnor | 16
flops | 102
simple gates | 131
compound gates | 48
buf+inv | 46
other cells | 1
fa+ha+maj | 11
-- path summary, 6_finish.rpt --
| kind | start | endpoint | slack, ns |
|---|---|---|---|
| max | controller_inst.o_alu_data[0]$_DFFE_PP_ | alu_inst.o_dout[6]$_SDFFE_PP0P_ | 0.46 |
| max reg2reg | controller_inst.o_alu_data[0]$_DFFE_PP_ | alu_inst.o_dout[6]$_SDFFE_PP0P_ | 0.46 |
| min reg2reg | controller_inst.o_alu_load$_DFF_P_ | alu_inst.o_valid$_DFF_P_ | 0.42 |
| min | controller_inst.o_alu_load$_DFF_P_ | alu_inst.o_valid$_DFF_P_ | 0.42 |
-- stage by stage --
| stage | cell area, um2 | util | total power [uW] | hold slack (ns) | setup slack [ns] |
|---|---|---|---|---|---|
| 4_1_cts | 4657 | 0.6386 | 2608 | 0.4163 | 0.4479 |
| 5_1_grt | 4657 | 0.6386 | 2701 | 0.4408 | 0.2744 |
| 2_1_floorplan | 3874 | - | 1660 | 0.3730 | 0.6225 |
| 6_report | 4657 | 0.6386 | 2573 | 0.4157 | 0.4598 |
| 3_3_place_gp | 4457 | 0.6112 | 1712 | 0.3905 | 0.5204 |
| 3_5_place_dp | 4457 | 0.6112 | 1714 | 0.3936 | 0.4972 |
-- placed cells by master, fill, tap and decap left out, types with 2 or more instances in the layout --
| master | n |
|---|---|
| nand4_1 | 3 |
| nor2_1 | 41 |
| o21a_1 | 2 |
| nand3_1 | 2 |
| or3_1 | 2 |
| conb_1 | 18 |
| nor3_1 | 5 |
| xnor2_1 | 9 |
| dfxtp_1 | 86 |
| inv_1 | 18 |
| buf_4 | 3 |
| nor2b_1 | 3 |
| a21oi_1 | 23 |
| ha_1 | 10 |
| clkdlybuf4s50_1 | 61 |
| inv_4 | 2 |
| xor2_1 | 7 |
| clkbuf_8 | 9 |
| o21bai_1 | 2 |
| nand3b_1 | 2 |
| clkinv_8 | 2 |
| a22oi_1 | 2 |
| o21ai_0 | 6 |
| inv_8 | 2 |
| edfxtp_1 | 16 |
| a31oi_1 | 5 |
| and2_1 | 48 |
| mux2i_1 | 8 |
| nand2_1 | 17 |
| a211oi_1 | 2 |
-- worst max-delay path, delay by kind of cell, from the launching register on --
family / cells / cell delay, ns
adders and majority gates: 2 / 0.66
and+or+nand+nor: 2 / 0.33
muxes: 1 / 0.29
DFF: 1 / 0.44
buffers and inverters: 1 / 0.08
AOI/OAI and AO/OA: 3 / 0.47
-- layer usage --
metal,track usage,vias up
met5,0,-
met4,0.02309,0
met3,0.04120,7
met2,0.2693,52
met1,0.2766,1076
li1,-,1301
-- final cells by class --
type / count / area, um2 / area share
Multi-Input combinational cell: 233 / 1430 / 0.3071
Inverter: 18 / 67.56 / 0.01451
Clock inverter: 7 / 76.32 / 0.01639
Timing Repair Buffer: 64 / 633.1 / 0.1359
Sequential cell: 102 / 2202 / 0.4729
Tap cell: 99 / 123.9 / 0.02660
Clock buffer: 9 / 123.9 / 0.02660
-- power groups by stage --
stage         logic [uW]  registers [uW]  clock network [uW]
CTS                  129            1550                 927
global route         145            1560                 999
finish               127            1550                 895
Power is estimated from default activity; no workload was simulated.
