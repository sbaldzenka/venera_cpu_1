==> flow/design.v <==
module reset_module
(
    input  wire i_clk,
    input  wire i_areset,
    output wire o_reset
);
    reg [2:0] crossclock_reset;
    reg [7:0] counter    = 8'd0;
    reg       reset_flag = 1'b0;
    parameter [1:0] S_POWER_UP = 0,
                    S_RESET    = 1,
                    S_IDLE     = 2;
    reg [1:0] current_state = 2'd0;
    always@(posedge i_clk) begin
        crossclock_reset <= {crossclock_reset[1:0], i_areset};
    end
    always@(posedge i_clk)
    begin
        case (current_state)
            S_POWER_UP: begin
                counter <= counter + 1'b1;
                if (counter == 8'hFF) begin
                    current_state <= S_RESET;
                end
            end
            S_RESET: begin
                counter    <= counter + 1'b1;
                reset_flag <= 1'b1;
                if (counter == 8'h0F) begin
                    current_state <= S_IDLE;
                end
            end
            S_IDLE: begin
                reset_flag <= 1'b0;
                counter    <= 8'd0;
            end
            default: current_state <= S_IDLE;
        endcase
    end
    assign o_reset = (current_state == S_IDLE) ? crossclock_reset[2] : reset_flag;
endmodule
==> flow/run.sh <==
#!/bin/bash
# OpenROAD 26Q1-2900-gdf79404cd8, Yosys 0.63+post, stock flow scripts
make -C /OpenROAD-flow-scripts/flow DESIGN_CONFIG=/design/flow/config.mk WORK_HOME=/design/flow/orfs finish
==> flow/config.mk <==
export PLATFORM = sky130hd
export DESIGN_NAME = reset_module
export DESIGN_NICKNAME = reset_module
export VERILOG_FILES = /design/flow/design.v
export SDC_FILE = /design/flow/constraint.sdc
export NUM_CORES = 4
export LEC_CHECK = 1
export CORE_AREA = 10 10 70 70
export DIE_AREA = 0 0 80 80
export SYNTH_HDL_FRONTEND = slang
==> flow/constraint.sdc <==
current_design reset_module

set clk_period 3.2
set clk_io_pct 0.2

create_clock -name clk0 -period $clk_period [get_ports {i_clk}]

set non_clock_inputs [all_inputs -no_clocks]
set_input_delay [expr $clk_period * $clk_io_pct] -clock clk0 $non_clock_inputs
set_output_delay [expr $clk_period * $clk_io_pct] -clock clk0 [all_outputs]
==> results.toml <==
# physical design summary
[synthesis]
synth_stat.cells = 55
netlist_area_um2 = 655.6
synthTopCellsByArea = "edfxtp_1 (50%), ha_1 (9.5%), dfxtp_1 (9.2%)"
synth_cell_types = 20
yosys.area.top_type = "edfxtp_1"
yosys.area.top_type_share_pct = 50.38
edf_count = 11
ys_seq_share_pct = 59.54
ys_async_sr_fraction_pct = 0
syn_area_per_cell_um2 = 11.92
synth_chip_area_um2 = 655.6
yosys_warnings = 0
ff_type = "edfxtp_1"
syn-instance-count = 55
ys_ff = 14

[cts]
clock_latency_ps = 270
cts_setup_buffers = 0
htree_levels = 1
cts_buffers = 3
cts_tree = "yes"
cts_hold_buf = 0
cts_sinks = 14
clkTransAtPathRegs_ps = 80
cts-root-buf = "clkbuf_4"
clock_path_buffers = 2
cts_resized = 0

[critical_path]
path_cells = "inv_1 > ha_1 > mux2_1 > clkdlybuf4s50_1"
startpoint = "current_state[0]"
slowest_stage = "edfxtp_1"
r2r_start = "current_state[0]"
path_delay_family = "buffers and inverters"
critPathKind = "reg -> out"
crit_arrival_ps = 1970
max_stage_delay_ps = 430
cp.required_ps = 2560
timing.critical_path.buf_inv = 2
critPathMaxFanout = 12
end_kind = "primary output"
start_kind = "register"

[run]
max_cap_violations = 0
warnings = 28

[final_timing]
final.setup.tns_ps = 0
min_period_ps = 2612
relSlewSlack_pct = 72.79
slew_viol_final = 0
tightest_slew_ps = 408.2
setup_violations = 0
hold_viol = 0
rsz0062_at_grt = "false"
final.period_utilization_pct = 81.62
fmax_mhz = 382.8
fin_skew_ps = 3.209

[finish]
area_growth_pct = 16.79
n_fill_cell = 367
final_core_util_pct = 22.42
layout-drive-gt1-share_pct = 8.333

[drt]
vias = 389
firstDrtPassIters = 3
drc = 0
avgViaCountPerCell = 3.670
routed_wl_um = 897
avgRoutedWirePerCell_um = 8.462
insertedDiodeCount = 0
ant_nets = 0
drtIter0Drc = 5

[global_route]
grt_pass1_vias = 365
grt_remaining_overflow = 0
antenna_found_initial = 0
track_usage_pct = 3.093
grt_max_degree = 13
grt_first_pass_wirelength_um = 1628

[placement]
gp_congestion = 0.7911
port_buffers = 2
dp_hpwl_um = 672.6

[min_path]
hold_path.class = "reg -> reg"
min_from = "crossclock_reset[1]"

[floorplanning]
io_pins = 3
dieArea_um2 = 6400
placementRows = 21
fp_util_pct = 19.19
die-width_um = 80
core_area_um2 = 3416
die_height_um = 80

[run_status]
status = "completed"

[pwr]
ir_worst_vdd_mv = 0.1863
leakagePower_nw = 0.3013
power.density_nw_per_um2 = 417.7
## cell usage in the layout, fill, tap and decap left out
| cell | Yosys | routed |
|---|---|---|
| nor2b_1 | 1 | 1 |
| clkdlybuf4s50_1 | 0 | 2 |
| or4b_1 | 1 | 1 |
| clkbuf_4 | 0 | 3 |
| o21ai_0 | 2 | 2 |
| inv_1 | 5 | 5 |
| nor4_2 | 1 | 1 |
| nand3_1 | 4 | 4 |
| edfxtp_1 | 11 | 11 |
| clkbuf_8 | 0 | 1 |
| nor2_1 | 5 | 5 |
| a21oi_1 | 3 | 3 |
| ha_1 | 5 | 5 |
| o21ai_1 | 2 | 2 |
| xnor2_1 | 1 | 1 |
| xor2_1 | 2 | 2 |
| or3_1 | 3 | 3 |
| nand4_1 | 1 | 1 |
| o21a_1 | 1 | 1 |
| mux2_1 | 1 | 1 |
| nand2_1 | 2 | 2 |
| dfxtp_1 | 3 | 3 |
## cell families after synthesis
family / count (synthesis) / share of synthesized area, %
AOI/OAI and AO/OA: 8 / 6.488
xor gates and xnor gates: 3 / 4.008
adders and majority gates: 5 / 9.542
buffers and inverters: 6 / 3.435
DFF: 14 / 59.54
muxes: 1 / 1.717
and+or+nand+nor: 18 / 15.27
## cell usage after synthesis (2+ instances only)
cell type  count
nor2_1         5
nand2_1        2
dfxtp_1        3
xor2_1         2
edfxtp_1      11
o21ai_1        2
o21ai_0        2
inv_1          5
ha_1           5
nand3_1        4
a21oi_1        3
or3_1          3
## final timing paths
path	end	slack, ps	cells after the start
max	o_reset	590	4
min	crossclock_reset[2]	330	0
max reg2reg	current_state[0]	1200	5
min reg2reg	crossclock_reset[2]	330	0
## final cells by class
cell class                      instances  area, µm²  share of cell area (%)
Timing Repair Buffer                    2      20.02                   2.614
Inverter                                5      18.77                   2.451
Multi-Input combinational cell         35      242.7                   31.70
Sequential cell                        14      390.4                   50.98
Clock buffer                            4      36.28                   4.739
Tap cell                               46      57.56                   7.516
## layer usage
| metal | vias to the layer above | global-route usage [%] | wire (µm) |
|---|---|---|---|
| li1 | 206 | - | - |
| met1 | 179 | 4.430 | 444 |
| met2 | 2 | 4.254 | 403 |
| met3 | 2 | 1.136 | 26 |
| met4 | 0 | 0.8803 | 23 |
| met5 | - | 0 | 0 |
## metrics by stage
| stage | hold slack, ps | std cells | instance area, µm² | setup WS [ps] | total power, W |
|---|---|---|---|---|---|
| after detailed placement | 312.8 | 102 | 729.5 | 864.1 | 0.0002009 |
| after global placement | 312.1 | 102 | 729.5 | 910.8 | 0.0002008 |
| after global routing | 339.1 | 106 | 765.7 | 455.0 | 0.0003326 |
| after CTS | 332.4 | 106 | 765.7 | 549.4 | 0.0003224 |
| final | 331.1 | 106 | 765.7 | 588.0 | 0.0003198 |
| after floorplan | 309.6 | 55 | 655.6 | 1468 | 0.0001995 |
## where the power goes
part,switching [W],internal (W),total [W]
combinational,0.000000104,0.00000105,0.00000115
clock,0.0000541,0.0000691,0.000123
sequential,0.000000369,0.000195,0.000195
## flip-flops by register name, summed over array words and instances, names as in the netlist
register          cells
crossclock_reset      3
reset_flag            1
counter               8
current_state         2
Power figures rest on the tool's default switching activity, not on a simulated workload.
